$ cat /design/flow/run.sh
#!/bin/bash
# OpenROAD 26Q1-2900-gdf79404cd8, Yosys 0.63+post, stock flow scripts
make -C /OpenROAD-flow-scripts/flow DESIGN_CONFIG=/design/flow/config.mk WORK_HOME=/design/flow/orfs finish
$ cat /design/flow/config.mk
export PLATFORM = sky130hd
export DESIGN_NAME = Cordic_Machine
export DESIGN_NICKNAME = Cordic_Machine
export VERILOG_FILES = /design/flow/design.v
export SDC_FILE = /design/flow/constraint.sdc
export NUM_CORES = 4
export LEC_CHECK = 1
export CORE_UTILIZATION = 40
$ cat /design/flow/constraint.sdc
current_design Cordic_Machine

set clk_period 22.2
set clk_io_pct 0.2

create_clock -name clk0 -period $clk_period [get_ports {clock_pulse}]

set non_clock_inputs [all_inputs -no_clocks]
set_input_delay [expr $clk_period * $clk_io_pct] -clock clk0 $non_clock_inputs
set_output_delay [expr $clk_period * $clk_io_pct] -clock clk0 [all_outputs]
$ cat /design/flow/design.v
`timescale 1ns / 1ps
module Cordic_Machine(clock_pulse, x_input, y_input, z_input, x_output, y_output, z_output, flag);
	input clock_pulse;
	parameter fractional_bit = 22;
	parameter iteration_number = 22;
	input signed [fractional_bit+2:0] x_input;
	input signed [fractional_bit+2:0] y_input;
	input signed [fractional_bit+2:0] z_input;
	output signed [fractional_bit+2:0] x_output;
	output signed [fractional_bit+2:0] y_output;
	output signed [fractional_bit+2:0] z_output;
	output flag;  
	reg [fractional_bit+2:0] x_temp_result;
	reg [fractional_bit+2:0] y_temp_result;
	reg [fractional_bit+2:0] z_temp_result;
	reg [5:0] counter;  
	reg signed [fractional_bit+2:0] LUT_Atan [iteration_number:0];
	initial
		begin
			counter = 0;
			LUT_Atan[00] = 25'b000_0010000000000000000000;    
			LUT_Atan[01] = 25'b000_0001001011100100000000;   
			LUT_Atan[02] = 25'b000_0000100111111011001110;  
			LUT_Atan[03] = 25'b000_0000010100010001000100;
			LUT_Atan[04] = 25'b000_0000001010001011000011;
			LUT_Atan[05] = 25'b000_0000000101000101110101;
			LUT_Atan[06] = 25'b000_0000000010100010111101;
			LUT_Atan[07] = 25'b000_0000000001010001011111;
			LUT_Atan[08] = 25'b000_0000000000101000101111;
			LUT_Atan[09] = 25'b000_0000000000010100010111;
			LUT_Atan[10] = 25'b000_0000000000001010001011;
			LUT_Atan[11] = 25'b000_0000000000000101000101;
		   LUT_Atan[12] = 25'b000_0000000000000010100010;
		   LUT_Atan[13] = 25'b000_0000000000000001010001;
		   LUT_Atan[14] = 25'b000_0000000000000000101000;
		   LUT_Atan[15] = 25'b000_0000000000000000010100;
		   LUT_Atan[16] = 25'b000_0000000000000000001010;
		   LUT_Atan[17] = 25'b000_0000000000000000000101;
		   LUT_Atan[18] = 25'b000_0000000000000000000010;
		   LUT_Atan[19] = 25'b000_0000000000000000000001;
		   LUT_Atan[20] = 25'b000_0000000000000000000000;
		   LUT_Atan[21] = 25'b000_0000000000000000000000;
		   LUT_Atan[22] = 25'b000_0000000000000000000000;
		end
	always @(posedge clock_pulse) 
		begin
			if (counter == 0) 
				begin
					x_temp_result <= x_input;
					y_temp_result <= y_input;
					z_temp_result <= z_input;
					counter <= counter +1;
				end
			else 
				begin
					x_temp_result <= z_temp_result[fractional_bit+2] ? x_temp_result + (y_temp_result >>> (counter-1))
																					 : x_temp_result - (y_temp_result >>> (counter-1));
					y_temp_result <= z_temp_result[fractional_bit+2] ? y_temp_result - (x_temp_result >>> (counter-1))
																					 : y_temp_result + (x_temp_result >>> (counter-1));
					z_temp_result <= z_temp_result[fractional_bit+2] ? z_temp_result + LUT_Atan[counter-1]
																					 : z_temp_result - LUT_Atan[counter-1];
					counter <= (counter + 1) % (iteration_number);
				end
		end
	assign flag  = (counter == iteration_number-1) ? 1: 0;
	assign x_output = x_temp_result;
	assign y_output = y_temp_result;
	assign z_output = z_temp_result;
endmodule
==> flow_summary.json <==
{
  "status": "complete, no violations",
  "dpl_cell_area_um2": 13500,
  "worstRegToRegCells": 21,
  "critical_path_class": "reg2reg",
  "area_growth_pct": 16.8,
  "cts_buffer_depth": 2,
  "grt_pass1_vias": 11150,
  "avgSynthCellArea_um2": 7.64,
  "worstSkewPairLatency_ps": 360,
  "slew_headroom_pct": 30.9,
  "ys_warn_count": 1,
  "arrival_ps": 7530,
  "async_flop_share_pct": 0,
  "die_area_um2": 30100,
  "r2r-end": "y_temp_result[23]",
  "crit_required_ps": 22410,
  "core_region_area_um2": 28900,
  "warning_count": 30,
  "htreeDepth": 3,
  "drive_above_1_share_pct": 8.60,
  "grt_first_pass_wirelength_um": 62700,
  "grt_max_degree": 68,
  "rsz0062_at_grt": "no",
  "numPortBuffers": 151,
  "ir_drop_uv": 49.4,
  "worst_pin_slew_ps": 1020,
  "holdPathEnd": "z_temp_result[0]",
  "min_path_type": "reg2reg",
  "setup-violations-final": 0,
  "vias_per_cell": 6.00,
  "hp-start": "z_temp_result[0]",
  "fin_worst_skew_ps": 9.86,
  "hold_viol": 0,
  "crit_chain": "inv_2 > ha_2 > buf_4 > mux4_1 > o211ai_1 > a31oi_1 > nor2_1 > nor3_1 > inv_1 > ha_1 > a31oi_1 > xor2_1 > ha_1 > or4_1 > o21ai_0 > o21ai_0 > o221a_2 > a41o_1 > o41ai_1 > xor2_1 > o21ai_0",
  "path_common_cell": "o21ai_0",
  "r2r_setup_slack_ps": 14880,
  "routedWlPerCell_um": 19.7,
  "worstSetupStartpointType": "register",
  "cp-end-kind": "register",
  "p_leak_nw": 5.13,
  "ctsResizeCount": 0,
  "area_leaders": "dfxtp_1, ha_1, mux4_2",
  "fp_util_pct": 40.8,
  "maxCapViolCount": 0,
  "path_buffers": 3,
  "n_fill_cell": 2868,
  "drc": 0,
  "row_count": 62,
  "die_w_um": 174,
  "diodes": 0,
  "ys_seq_share_pct": 13.8,
  "antenna_found_initial": 0,
  "numClockSinks": 81,
  "yosys_area_um2": 11800,
  "syn_area_um2": 11800,
  "ff_type": "dfxtp_1",
  "die_h_um": 174,
  "finish.instance_area_um2": 13800,
  "drtPass1Iterations": 5,
  "synth-seq-cells": 81,
  "slowest_stage": "ha_2",
  "dp_hpwl_um": 29800,
  "slew_violations": 0,
  "yosys.area.top_type_share_pct": 13.8,
  "hold_depth": 3,
  "overflow": 0,
  "num_io_pins": 152,
  "grt_usage_pct": 26.9,
  "synth_top_cell_by_area": "dfxtp_1",
  "yosysUniqueCellTypes": 104,
  "critPathMaxFanout": 40,
  "clk_pin_slew_worst_paths_ps": 70,
  "vias": 12141,
  "cp_top_family": "AND-OR/OR-AND gates",
  "postCtsSetupBuffers": 0,
  "drtIter0Drc": 900,
  "ys_cells": 1542,
  "power_density_nw_per_um2": 64.2,
  "final_common_cell": "nand2_1",
  "edf_count": 0,
  "ctsHoldBuffers": 0,
  "max_stage_delay_ps": 820,
  "fmax_ghz": 0.137,
  "place_congestion": 1.01,
  "tns_ps": 0,
  "synthesis.instances": 1542,
  "period_used_pct": 33.0,
  "finalWirelength_um": 39900,
  "regToRegStartpoint": "counter[0]",
  "cts_buffers": 9,
  "period_minus_slack_ps": 7320,
  "cts_tree": "done",
  "lay_top_cells": "nand2_1, clkdlybuf4s50_1, a21oi_1",
  "root_buffer": "clkbuf_16",
  "ant_nets": 0
}
-- through the flow --
stage / setup slack (ps) / util (%) / hold WS, ps / power, mW / instances
global route: 14280 / 47.7 / 642 / 0.954 / 2023
global placement: 15100 / 46.6 / 575 / 0.717 / 2007
floorplan: 15960 / - / 522 / 0.545 / 1542
finish: 14880 / 47.7 / 603 / 0.883 / 2023
detailed placement: 14970 / 46.6 / 582 / 0.717 / 2007
CTS: 14950 / 47.7 / 598 / 0.887 / 2023
-- cell type report --
cell class,instances,area (um2),share of cell area [%]
clock buffers,12,258,1.87
clock inverters,4,50.0,0.364
inverters,42,158,1.15
multi-input cells,1323,9480,68.9
flip-flops and latches,81,1630,11.8
well taps,384,480,3.49
repair buffers,177,1710,12.4
-- layer usage --
| metal | vias up | GRT usage, % | part of all wire, % |
|---|---|---|---|
| li1 | 5918 | - | - |
| met1 | 5663 | 41.0 | 46 |
| met2 | 494 | 39.9 | 43 |
| met3 | 66 | 4.61 | 7.4 |
| met4 | 0 | 6.65 | 2.9 |
| met5 | - | 0 | 0 |
-- power breakdown --
part           internal [mW]  switching, mW
clock                 0.0941         0.0685
sequential             0.181         0.0559
combinational          0.249          0.235
-- registers in the layout (all words and copies together), names as in the netlist --
name,flops
y_temp_result,25
counter,6
x_temp_result,25
z_temp_result,25
-- worst register-to-register path, delay by kind of cell, from the launching register on --
kind / cells / cell delay [ps]
compound gates: 9 / 2460
xor+xnor: 2 / 280
fa+ha+maj: 3 / 1320
buf+inv: 3 / 920
flops: 1 / 680
mux: 1 / 500
simple gates: 3 / 1040
-- Yosys cell counts (5+ instances only) --
library cell and count:
nand3_1 30, and3_1 22, o21a_1 17, or4_1 5
a22oi_1 5, o21ai_1 5, xnor2_1 55, inv_1 41
buf_4 14, buf_2 26, or3_1 16, ha_1 84
nor2b_1 18, clkbuf_1 36, a22o_1 6, xor2_1 73
or2_2 10, o21ai_0 89, nor3b_1 5, mux2_2 12
o21bai_1 6, o31ai_1 20, buf_1 7, a21oi_1 143
a31oi_1 43, o41ai_1 5, mux2i_1 24, a211oi_1 16
o221ai_1 7, dfxtp_1 81, a2bb2oi_1 5, nor2_1 133
nand4_1 10, o31a_1 6, nand2b_1 19, a221oi_1 5
mux4_2 38, o211ai_1 15, nand2_1 178, nor3_1 43
a21o_1 24, a2111oi_0 5, buf_6 8, and2_1 14
o22ai_1 14
-- how the worst max path moves through the flow --
stage	start	endpoint	slack, ps	cells past startpoint
final	counter[0]	y_temp_result[23]	14880	21
after global routing	counter[0]	y_temp_result[23]	14280	22
after CTS	counter[0]	y_temp_result[24]	14950	23
-- cells by family after synthesis --
family / after synthesis / synth area share [%]
fa+ha+maj: 88 / 9.52
compound gates: 486 / 26.8
buf+inv: 138 / 6.09
xor+xnor: 131 / 9.93
mux: 77 / 11.0
flops: 81 / 13.8
simple gates: 541 / 22.9
Power and IR drop assume default switching activity.
